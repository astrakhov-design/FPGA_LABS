**./run.sh**
```bash
#!/bin/bash
# OpenROAD 26Q1-2900-gdf79404cd8, Yosys 0.63+post, stock flow scripts
make -C /OpenROAD-flow-scripts/flow DESIGN_CONFIG=/design/flow/config.mk WORK_HOME=/design/flow/orfs finish
```
**./config.mk**
```make
export PLATFORM = sky130hd
export DESIGN_NAME = clock_divider
export DESIGN_NICKNAME = clock_divider
export VERILOG_FILES = /design/flow/design.v
export SDC_FILE = /design/flow/constraint.sdc
export NUM_CORES = 4
export LEC_CHECK = 1
export CORE_AREA = 10 10 100 100
export DIE_AREA = 0 0 110 110
```
**./constraint.sdc**
```tcl
current_design clock_divider

set clk_period 4.3
set clk_io_pct 0.2

create_clock -name clk0 -period $clk_period [get_ports {clk}]

set non_clock_inputs [all_inputs -no_clocks]
set_input_delay [expr $clk_period * $clk_io_pct] -clock clk0 $non_clock_inputs
set_output_delay [expr $clk_period * $clk_io_pct] -clock clk0 [all_outputs]
```
**./design.v**
```verilog
module clock_divider(
	input clk, rst,
	output new_clk
	);
	parameter N = 25;
	reg [N-1:0] reg_q;
	wire [N-1:0] q_next;
	always @ (posedge clk, posedge rst)
		begin
			if (rst)
				reg_q <= 0;
			else
				reg_q <= q_next;
		end
	assign q_next = reg_q + 1'b1;
	assign new_clk = reg_q[N-1];
endmodule
```
==> qor.txt <==
CTS tree = built
WHS Path Cells = 1
Clk Latency, worst-skew pair = 0.26 ns
DR vias/cell = 3.26
Slew HR = 82.1%
Setup Buffers After CTS = 0
# Cells Yosys = 89
chip area = 0.0121 sq mm
number of CTS-inserted buffers = 3
final tally of setup violations = 0
HP Class = flip-flop to flip-flop
final antenna-violating net count = 0
Pre-antenna DRT Iters = 4
critical path class = flip-flop to output port
CP arrival = 1.09 ns
Die Span X = 110 um
gr ovfl total = 0
top area contributor share = 57.8%
Synth Warn # = 1
peak supply drop = 0.000135 V
post-synth design cell area = 0.00108 sq mm
post-route DRC violation count = 0
Data required, critical path = 3.44 ns
final hold violations = 0
Lkg Pwr = 0.581 nW
worst path cell trace = clkdlybuf4s50_1
Worst-Margin Slew = 0.269 ns
GRT Overall Usage = 2.67%
clk_skew = 0.00296 ns
fraction of layout cells with a size suffix above 1 = 9.47%
Starting DRT DRC Count = 9
critical path's slowest cell = clkdlybuf4s50_1
io pins = 3
CTS H-tree depth = 1
Top reg by flops = reg_q
ant diodes = 0
area grow syn2layout = 17.9%
Clock Tree Buf Depth = 2
Area after DPL = 0.00123 sq mm
fin crit share = 45.4%
r2r setup slk = 2.76 ns
global-route wire length before repair = 2.69 mm
Power Density = 294 mW/mm^2
# Max-Cap Violations = 0
pin count of the biggest net entering global routing = 22
Worst Reg-to-Reg Cells = 5
routability cong. = 0.718
Flops after synth = 25
Synth cell types = 16
synthesized instance count = 89
count of tool warnings = 25
Hold Slack = 0.448 ns
DP Wirelength = 1.08 mm
initial antenna violation count = 0
post-synth area from yosys stat = 0.00108 sq mm
CTS Hold Bufs = 0
Clk pin slew, worst setup/hold paths = 0.08 ns
vias in the first global route = 578
PostCTS Resize Cnt = 0
Regs by FF count = reg_q: 25 flops
WP depth = 1
min cycle time layout = 1.95 ns
fill cell count = 856
fmax = 0.512 GHz
kind of cell adding the most delay to the critical path = buffers and inverters
Clock Root Buffer = clkbuf_8
worst path buffer plus inverter count = 1
status = complete, no violations
core area = 0.00781 sq mm
clock sinks = 25
max reg flops = 25
Yosys top cell by area = dfrtp_1
Die Ht = 110 um
vias after detailed routing = 642
Init Core Util = 13.9%
Max Slew Vio Count = 0
post-route cell area = 0.00128 sq mm
Critical Path Sink Type = output port
FP Rows = 32
CP startpoint kind = flip-flop
mean area per synthesized cell = 12.2 sq um
post-layout power = 0.375 mW
port bufs = 2
Top area cell types = dfrtp_1 58%, xnor2_1 12%, xor2_1 6.5%
RSZ-0062 raised after global routing = no
WL per Instance = 7.85 um
sequential share of the synthesized area = 57.8%
CP max stage delay = 0.47 ns
TNS Setup = 0 ns
Total Wirelength = 1.55 mm
CP Max Fanout = 2
[cell type report]
type | count | area [sq um] | share of cell area (%)
clock inverters | 1 | 5.00 | 0.392
well taps | 102 | 128 | 10.0
multi-input cells | 61 | 442 | 34.6
repair buffers | 3 | 27.5 | 2.16
flip-flops and latches | 25 | 626 | 49.0
inverters | 2 | 7.51 | 0.588
clock buffers | 3 | 41.3 | 3.24
[cell families after synthesis]
family | after synthesis | share of synthesized area, %
simple gates | 37 | 21.0
flops | 25 | 57.8
xor+xnor | 23 | 18.6
buf+inv | 3 | 1.39
fa+ha+maj | 1 | 1.16
[cells in the mapped netlist]
master and count:
nand4_1 4, xor2_1 8, and2_1 2, and4_4 2
nand3_1 6, dfrtp_1 25, buf_4 1, nand4_2 1
and4_1 4, inv_1 2, and3_1 5, xnor2_1 15
and4_2 1, ha_1 1, nor3_1 3, nand2_1 9
[worst paths after layout]
path	start	endpoint
setup / recovery	reg_q[24]	new_clk
hold / removal	reg_q[0]	reg_q[0]
setup reg to reg	reg_q[0]	reg_q[24]
hold reg to reg	reg_q[0]	reg_q[0]
max in group asynchronous	rst	reg_q[24]
min in group asynchronous	rst	reg_q[5]
[cells in the final DEF, fill, tap and decap left out, drive strengths merged]
| cell type | instances |
|---|---|
| dfrtp | 25 |
| xnor2 | 15 |
| nand2 | 9 |
| xor2 | 8 |
| and4 | 7 |
| nand3 | 6 |
| and3 | 5 |
| nand4 | 5 |
| nor3 | 3 |
| clkbuf | 3 |
| and2 | 2 |
| inv | 2 |
| clkdlybuf4s50 | 2 |
| ha | 1 |
| clkinv | 1 |
| buf | 1 |
[per-stage QoR]
| stage | utilization (%) | instances | setup WS, ns |
|---|---|---|---|
| final | 16.3 | 197 | 2.35 |
| after global routing | 16.3 | 197 | 2.31 |
| after CTS | 16.3 | 197 | 2.33 |
| after detailed placement | 15.8 | 193 | 2.63 |
| after global placement | 15.8 | 193 | 2.63 |
| after floorplan | - | 89 | 2.90 |
[metal layers]
metal / global-route usage, % / wire length [um]
met1: 3.91 / 772
met2: 3.90 / 676
met3: 0.999 / 92
met4: 0.0929 / 4
met5: 0 / 0
[power by group]
| group | internal, mW | leakage, nW | total [mW] | switching (mW) |
|---|---|---|---|---|
| clock network | 0.0646 | 0.0255 | 0.134 | 0.0694 |
| logic | 0.00145 | 0.216 | 0.00599 | 0.00454 |
| registers | 0.235 | 0.340 | 0.235 | 0 |
Power and IR drop assume default switching activity.
