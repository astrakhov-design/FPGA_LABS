==> ./design.v <==
module add3(in,out);
input [3:0] in;
output [3:0] out;
reg [3:0] out;
always @ (in)
	case (in)
	4'b0000: out <= 4'b0000;
	4'b0001: out <= 4'b0001;
	4'b0010: out <= 4'b0010;
	4'b0011: out <= 4'b0011;
	4'b0100: out <= 4'b0100;
	4'b0101: out <= 4'b1000;
	4'b0110: out <= 4'b1001;
	4'b0111: out <= 4'b1010;
	4'b1000: out <= 4'b1011;
	4'b1001: out <= 4'b1100;
	default: out <= 4'b0000;
	endcase
endmodule
module binary_to_BCD(A,ONES,TENS,HUNDREDS);
input [7:0] A;
output [3:0] ONES, TENS;
output [1:0] HUNDREDS;
wire [3:0] c1,c2,c3,c4,c5,c6,c7;
wire [3:0] d1,d2,d3,d4,d5,d6,d7;
assign d1 = {1'b0,A[7:5]};
assign d2 = {c1[2:0],A[4]};
assign d3 = {c2[2:0],A[3]};
assign d4 = {c3[2:0],A[2]};
assign d5 = {c4[2:0],A[1]};
assign d6 = {1'b0,c1[3],c2[3],c3[3]};
assign d7 = {c6[2:0],c4[3]};
add3 m1(d1,c1);
add3 m2(d2,c2);
add3 m3(d3,c3);
add3 m4(d4,c4);
add3 m5(d5,c5);
add3 m6(d6,c6);
add3 m7(d7,c7);
assign ONES = {c5[2:0],A[0]};
assign TENS = {c7[2:0],c5[3]};
assign HUNDREDS = {c6[3],c7[3]};
endmodule
==> ./run.sh <==
#!/bin/bash
# OpenROAD 26Q1-2900-gdf79404cd8, Yosys 0.63+post, stock flow scripts
make -C /OpenROAD-flow-scripts/flow DESIGN_CONFIG=/design/flow/config.mk WORK_HOME=/design/flow/orfs finish
==> ./config.mk <==
export PLATFORM = sky130hd
export DESIGN_NAME = binary_to_BCD
export DESIGN_NICKNAME = binary_to_BCD
export VERILOG_FILES = /design/flow/design.v
export SDC_FILE = /design/flow/constraint.sdc
export NUM_CORES = 4
export LEC_CHECK = 1
export CORE_AREA = 10 10 70 70
export DIE_AREA = 0 0 80 80
==> ./constraint.sdc <==
current_design binary_to_BCD

set clk_period 4.7
set clk_io_pct 0.2

create_clock -name clk0 -period $clk_period

set non_clock_inputs [all_inputs -no_clocks]
set_input_delay [expr $clk_period * $clk_io_pct] -clock clk0 $non_clock_inputs
set_output_delay [expr $clk_period * $clk_io_pct] -clock clk0 [all_outputs]
==> GITHUB_STEP_SUMMARY <==
## Synthesis and layout report

| Metric | Value |
|---|---|
| Syn Std Cell Area | slightly above 700 um2 |
| Placeable Area | roughly 3400 um2 |
| # diodes | 0 |
| Outcome | finished clean |
| Antenna violations before repair | 0 |
| Die ar. | 6400 um2 |
| Mean Syn Cell Area | 6.46 um2 |
| DR pass1 iterations | 4 |
| DR vias | 867 |
| Relative slew slack | 67.3% |
| Area grow syn2layout | 30.7% |
| Clk pwr share | 0% |
| Setup TNS | 0 ps |
| Startpoint Class | input pin |
| Grt total ovfl | 0 |
| Sequential Power Share | 0% |
| P_int | 0.0512 mW |
| Worst-Margin Slew | 489 ps |
| Postcts setup bufs | 0 |
| WS Path Type | input pin to primary output |
| Peak VDD IR | 0.0391 mV |
| Combinational Power Share | roughly 100% |
| Wire per inst | 11.6 um |
| Vias per std cell | 5.10 |
| Largest net degree at the start of global routing | 17 |
| Endpoints failing hold | 0 |
| Max Cap Violations | 0 |
| Cts hold-fix bufs | 0 |
| Pleak | 0.331 nW |
| Register Area | 0 um2 |
| Registers | 0 |
| Layout cells sized above 1 | 12.9% |
| Clock buffer count | 0 |
| Yosys stat cell total | between 100 and 150 |
| Sw power | 0.0414 mW |
| DP HPWL | 1.58 mm |
| Post-layout min period | 4360 ps |
| Worst hold path class | input pin to primary output |
| Drt total wl | 1.97 mm |
| Final Wtd Congestion | 0.881 |
| Global-route wire length before repair | roughly 3.3 mm |
| # DRC | 0 |
| CP Capture Type | primary output |
| Pre-Place Util | between 20 and 25% |
| Sequential area share after synthesis | 0% |
| Pwr Density | 101 nW/um2 |
| Tot GR Track Use | 5.86% |
| Antenna Nets Post-Route | 0 |
| # rows | 21 |
| Setup-failing EPs final | 0 |
| Fillers | 378 |
| Die height | 80 um |
| Final period util | 92.7% |
| WP data arrival | about 3400 ps |
| Width of the die | 80 um |
| Sw frac | roughly 45% |
| Worst EP required | 3760 ps |
| DRT iter0 DRCs | 34 |
| YS warnings | 1 |
| Tool Warnings | 32 |
| Fmax | 0.229 GHz |
| I/O Pins | 18 |
| RSZ-0062 raised after global routing | no |
| Comb. cell area | approximately 600 um2 |
| PortBufs | 16 |
| Max Slew Vio Count | 0 |
| Number of library cell types mapped by synthesis | 45 |
| Post_cts resized | 0 |
| CP Max Fanout | 16 |
| Post-layout util | 27.0% |
| Post-Syn Instances | 109 |
| YS chip area | 704 um2 |
| Vias in the first global route | about 770 |
[worst max-delay path, cell delays in order]
cell             delay, ps
clkdlybuf4s50_1        660
or3_1                  520
o32a_1                 350
nor2b_4                160
o31ai_1                100
a2bb2o_1               280
clkdlybuf4s50_1        400
[stage by stage]
stage,power (mW),cells,setup WS [ps],cell area (um2),hold WS [ps]
final,0.0926,170,342,921,1880
after CTS,0.0934,170,332,921,1880
after detailed placement,0.0931,170,333,921,1880
after global placement,0.0943,170,299,921,1880
after global routing,0.102,170,115,921,1880
after floorplan,0.0560,109,1510,704,1950
[placed cells by master (no fill, tap or decap), drive strengths merged, types with 2 or more instances in the layout]
| cell type | count |
|---|---|
| nand2 | 11 |
| nand2b | 2 |
| o22ai | 3 |
| o221ai | 2 |
| xnor2 | 3 |
| a21oi | 5 |
| o211ai | 2 |
| a22oi | 2 |
| nor2 | 5 |
| a31oi | 4 |
| nor3 | 5 |
| o21ai | 7 |
| or3 | 3 |
| buf | 11 |
| nor3b | 4 |
| or2 | 2 |
| o21a | 2 |
| inv | 6 |
| and3 | 2 |
| nand3 | 2 |
| nor2b | 5 |
| and2 | 2 |
| clkdlybuf4s50 | 16 |
[final timing paths]
check / start / to / slack, ps / depth (start not counted)
worst min-delay path: A[0] / ONES[0] / 1880 / 0
worst max-delay path: A[5] / ONES[2] / 340 / 7
[routing by layer]
metal / routed length [um] / up-vias / share of wire [%] / GRT usage, %
met4: 7 / 0 / 0.36 / 0.528
met3: 106 / 2 / 5.4 / 0.909
met2: 897 / 27 / 46 / 9.63
met1: 956 / 392 / 49 / 8.11
li1: - / 446 / - / -
met5: 0 / - / 0 / 0
[cells in the mapped netlist, types with 2 or more instances]
master	number	area (um2)
inv_1	6	22.5
nor2_1	5	18.8
o211ai_1	2	15.0
buf_6	3	33.8
o22ai_1	3	18.8
a31oi_1	4	25.0
a21oi_1	5	25.0
clkbuf_1	2	7.51
nand2_1	11	41.3
and3_1	2	12.5
or3_1	3	18.8
nor3b_1	4	30.0
and2_1	2	12.5
xnor2_1	3	26.3
nor3_1	5	25.0
nor2b_1	4	25.0
buf_2	4	20.0
a22oi_1	2	15.0
o21ai_0	7	35.0
nand3_1	2	10.0
nand2b_1	2	12.5
o21a_1	2	15.0
o221ai_1	2	17.5
buf_4	3	22.5
[cell type report]
type,instances,area share (%)
inverter,6,2.45
multi-input combinational,91,64.9
tap,46,6.25
timing repair buffer,27,26.4
[cell families after synthesis]
group,Yosys count,share of synthesized area [%]
AND-OR/OR-AND,40,41.0
AND/OR/NAND/NOR,47,38.9
buffers and inverters,18,15.1
XOR/XNOR,4,4.97
[power by group through the flow]
stage                 registers [mW]  clock network [mW]  logic (mW)
final                              0                   0      0.0926
after global routing               0                   0       0.102
after CTS                          0                   0      0.0934
Power and IR drop assume default switching activity.
