==> design.v <==
module led_controller(
	input clk, rst,
	input [3:0] first,
	input [3:0] second,
	input [3:0] third,
	input [3:0] fourth,
	output [6:0] sseg,
	output [3:0] anode );
	localparam N = 18;
	reg [N-1:0] reg_q;
	wire [N-1:0] q_next;
	reg [3:0] x1_axis, x2_axis, y1_axis, y2_axis;
	always @ (posedge clk, posedge rst) begin
		if (rst)
			reg_q <= 0;
		else
			reg_q <= q_next;
	end
	assign q_next = reg_q + 1'b1;
	always @ (negedge reg_q[N-1], posedge rst) begin
		if (rst)
			begin
				x1_axis <= 0;
				x2_axis <= 0;
				y1_axis <= 0;
				y2_axis <= 0;
			end
		else
			begin
				x1_axis <= first;
				x2_axis <= second;
				y1_axis <= third;
				y2_axis <= fourth;
			end
	end
	reg [3:0] anode_reg;
	reg [3:0] hex_in;
	always @ * begin
        case (reg_q[N-1:N-2])
            2'b00:
				begin
					anode_reg = 4'b01_11;
					hex_in = x1_axis;
				end
            2'b01: 
				begin
					anode_reg = 4'b10_11;
					hex_in = x2_axis;
				end
            2'b10:
				begin
					anode_reg = 4'b11_01;
					hex_in = y1_axis;
				end
            default: 
				begin
					anode_reg = 4'b11_10;
					hex_in = y2_axis;
				end
        endcase
    end
	reg [6:0] sseg_reg;
	always @ * begin
        case (hex_in)
            4'h0: sseg_reg = 7'b0000_001;  
            4'h1: sseg_reg = 7'b1001_111;  
            4'h2: sseg_reg = 7'b0010_010;  
            4'h3: sseg_reg = 7'b0000_110;  
            4'h4: sseg_reg = 7'b1001_100;  
            4'h5: sseg_reg = 7'b0100_100;  
            4'h6: sseg_reg = 7'b0100_000;  
            4'h7: sseg_reg = 7'b0001_111;  
            4'h8: sseg_reg = 7'b0000_000;  
            4'h9: sseg_reg = 7'b0000_100;  
            4'hA: sseg_reg = 7'b0001_000;  
            4'hB: sseg_reg = 7'b1100_000;  
            4'hC: sseg_reg = 7'b0110_001;  
            4'hD: sseg_reg = 7'b1000_010;  
            4'hE: sseg_reg = 7'b0110_000;  
            4'hF: sseg_reg = 7'b0111_000;  
			default: sseg_reg = 7'b1111_110;
		endcase
	end
	assign sseg = sseg_reg;
	assign anode = anode_reg;
endmodule
==> run.sh <==
#!/bin/bash
# OpenROAD 26Q1-2900-gdf79404cd8, Yosys 0.63+post, stock flow scripts
make -C /OpenROAD-flow-scripts/flow DESIGN_CONFIG=/design/flow/config.mk WORK_HOME=/design/flow/orfs finish
==> config.mk <==
export PLATFORM = sky130hd
export DESIGN_NAME = led_controller
export DESIGN_NICKNAME = led_controller
export VERILOG_FILES = /design/flow/design.v
export SDC_FILE = /design/flow/constraint.sdc
export NUM_CORES = 4
export LEC_CHECK = 1
export CORE_AREA = 10 10 105 105
export DIE_AREA = 0 0 115 115
==> constraint.sdc <==
current_design led_controller

set clk_period 3.4
set clk_io_pct 0.2

create_clock -name clk0 -period $clk_period [get_ports {clk}]

set non_clock_inputs [all_inputs -no_clocks]
set_input_delay [expr $clk_period * $clk_io_pct] -clock clk0 $non_clock_inputs
set_output_delay [expr $clk_period * $clk_io_pct] -clock clk0 [all_outputs]
==> qor.csv <==
stage;metric;value;unit
place;placed cell area;1950;um^2
power;register share of total power;52.1;%
sta;Final Cycle Share;92.9;%
place;dpl cells;256;
sta;clk_skew;0.00394;ns
logic_synthesis;synthesized area per cell;12.6;um^2
sta;final hold vios;0;
logic_synthesis;ys flops;34;
sta;Rel. slew slack;58.3;%
sta;register pins left without a clock;16;
cts;CTS tree;built;
critical_path;crit-path max FO;9;
layout;fillers;924;
routing;vias per cell;3.73;
layout;post-route core utilization;22.9;%
routing;Ant. Diodes;0;
sta;setup ws final;0.240;ns
sta;endpoints left unconstrained;16;
logic_synthesis;Post-Syn Area;1550;um^2
layout;Layout Area Growth over Synthesis;29.2;%
layout;Finished Cell Area;2000;um^2
routing;Remaining DRCs;0;
layout;most frequent logic cell in the layout;clkdlybuf4s50_1;
critical_path;CP required;2.72;ns
logic_synthesis;post-synthesis cell type count;33;
sta;RSZ-0062 raised after global routing;no;
critical_path;Worst Setup Start Kind;flop;
layout;ratio of cells with drive above 1 in the final layout;10.5;%
power;Sw Share;18.7;%
worst_hold_path;Hold WC Path Type;reg2reg;
layout;most frequent cells in the layout;clkdlybuf4s50_1, dfrtp_1, dfrtn_1, nand2_1, xnor2_1;
floorplan;die height;115;um
logic_synthesis;Synth warnings;1;
logic_synthesis;yosys stat area;1550;um^2
job;tool warning count;29;
logic_synthesis;register share after synthesis;54.9;%
cts;H-tree Lvls;1;
sta;Final Setup Violations;0;
floorplan;Die X;115;um
grt;global-route wire length before repair;4880;um
cts;Reg clk slew, reported paths;0.07;ns
sta;Setup TNS Final;0;ns
grt;total grt overflow;0;
logic_synthesis;cell count in the Yosys report;123;
grt;vias in the first global route;1001;
power;PD cells;206;nW/um^2
power;Switch Pwr;77.1;uW
floorplan;Die Footprint;13200;um^2
cts;CTS buffer count;3;
routing;final wirelength;2950;um
floorplan;I/O pins;29;
cts;CTS max path bufs;2;
place;DP HPWL;2400;um
sta;fmax;316;MHz
place;GP Congestion;0.791;
layout;final std cells w/o fill;260;
logic_synthesis;Post-synth ARST share;100;%
cts;Late-Pin Clk Latency;0.25;ns
sta;Slew Limit Fails;0;
logic_synthesis;Mapped Cells;123;
routing;TritonRoute pass-1 iters;4;
cts;Root Driver;clkbuf_8;
sta;Final Critical Period;3.16;ns
floorplan;initial core utilization;17.7;%
sta;Least-Margin Pin Slew;0.624;ns
job;Max Cap Viol;0;
run_status;status;finished clean;
critical_path;Data arrival, critical path;2.48;ns
floorplan;core box area;8760;um^2
power;Int Pwr;336;uW
grt;GR Util All Layers;4.56;%
place;Post-Place Setup Slack;0.371;ns
logic_synthesis;Post-synth EDFFs;0;
routing;Starting DRT DRC Count;68;
routing;WL/cell;11.3;um
power;Worst IR Drop VDD;0.000215;V
routing;routed via count;969;
critical_path;crit path kind;reg2out;
logic_synthesis;main flop type;dfrtp_1;
power;LEAKAGE;0.847;nW
grt;largest net degree at the start of global routing;19;
power;Clk network pwr share;40.8;%
floorplan;# rows;34;
power;combinational share of power;7.1;%
grt;initial antenna violation count;0;
routing;Final ANT Viol Nets;0;
critical_path;Critical Path End Type;primary output;
place;port bufs;28;
cells in the mapped netlist, types with 3 or more instances:
cell      n  share of area [%]
xor2_1    6                3.4
dfrtn_1  16                 26
xnor2_1  10                5.6
ha_1      7                5.6
o22ai_1   3                1.2
and3_1    3                1.2
nand3_1   6                1.9
mux4_2    4                5.8
inv_1     8                1.9
nand2_1  10                2.4
nor2_1    3               0.73
nand4_1   3                1.2
dfrtp_1  18                 29
repair_timing:
action / in CTS / in global routing
resized: 0 / 2
buffers inserted: 0 / 0
hold buffers: 0 / 0
setup endpoints to repair: 0 / 2
hold endpoints to repair: 0 / 0
power groups by stage:
stage / registers [mW] / clock network (mW) / logic [mW]
CTS: 0.215 / 0.173 / 0.0311
global route: 0.215 / 0.185 / 0.0325
finish: 0.215 / 0.168 / 0.0292
registers in the layout, summed over array words and instances, names as in the netlist:
signal,cells
x2_axis,4
y2_axis,4
reg_q,18
y1_axis,4
x1_axis,4
routing by layer:
layer  up-vias  share of wire, %  global-route usage [%]
li1        479                 -                       -
met5         -                 0                       0
met1       475                41                    5.71
met4         0              0.48                   0.330
met3         2               4.6                    1.11
met2        13                54                    8.11
cell families (layout without fill, tap and decap cells):
kind of cell,after synthesis,after routing,share of synthesized area (%)
AOI/OAI and AO/OA,11,11,4.92
adders and majority gates,7,7,5.65
xor gates and xnor gates,16,16,9.04
and+or+nand+nor,35,35,12.4
DFF,34,34,54.9
muxes,7,7,8.96
buffers and inverters,13,42,4.20
critical path, stage by stage, from the launching register on:
cell	delay, ns
dfrtp_2	0.49
mux4_2	0.59
inv_1	0.10
ha_1	0.19
inv_1	0.07
nor2_1	0.10
a211oi_1	0.06
a31oi_1	0.15
clkdlybuf4s50_1	0.49
final timing paths:
path / startpoint / end / slack [ns] / cells past startpoint
min in group asynchronous: rst / reg_q[16] / 0.83 / 2
max: reg_q[16] / sseg[3] / 0.24 / 8
min: reg_q[6] / reg_q[6] / 0.47 / 1
min reg2reg: reg_q[6] / reg_q[6] / 0.47 / 1
max reg2reg: reg_q[0] / reg_q[16] / 1.89 / 5
max in group asynchronous: rst / reg_q[17] / 1.90 / 3
layout make-up:
type                    count  area [um^2]  share of cell area (%)
multi-input cells          76          634                    31.7
clock buffers               4         55.1                    2.75
inverters                   8         30.0                    1.50
well taps                 108          135                    6.75
repair buffers             30          295                    14.7
flip-flops and latches     34          853                    42.6
through the flow:
stage,total power [mW],hold WS [ns]
finish,0.413,0.465
CTS,0.420,0.471
global route,0.433,0.502
global placement,0.250,0.457
floorplan,0.225,0.437
detailed placement,0.250,0.459
Power is estimated from default activity; no workload was simulated.
